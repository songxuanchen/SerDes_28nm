==> design.v <==
module ber_monitor (
    input wire          clk_390p625M        ,
    input wire          rst_n               ,
    input wire [63:0]   data_from_CDR       ,
    input wire          monitor_EN          ,
    output reg          prbs31_sync_ready   ,
    output reg [9:0]    error_bit_count
);
    typedef enum logic [1:0]{
        RECEIVE_PRBS_0  =   2'b00,
        RECEIVE_PRBS_1  =   2'b01,
        RECEIVE_PRBS_2  =   2'b11,
        RECEIVE_PRBS_3  =   2'b10
    } state_t;
    state_t             curr_state          ;
    state_t             next_state          ;
    reg [63:0]          data_curr_cycle     ;
    reg [63:0]          data_next_cycle     ;
    wire[63:0]          data_received       ;
    reg [63:0]          data_caculated      ;
    wire[63:0]          diff_bit            ;
    reg [ 9:0]          diff_bit_cnt        ;
    reg                 diff_bit_cnt_en     ;
    reg [31:0]          period_cnt          ;
    reg                 peroid_cnt_overflow ;
    assign data_received    = data_next_cycle               ;
    assign diff_bit         = data_received ^ data_caculated;
    always_ff @( posedge clk_390p625M or negedge rst_n ) begin : set_curr_state
        if(!rst_n)begin
            curr_state <= RECEIVE_PRBS_0;
        end
        else if(monitor_EN)begin
            curr_state <= next_state;
        end
        else begin
            curr_state <= curr_state;
        end
    end : set_curr_state
    always_comb begin : FSM
        case(curr_state)
            RECEIVE_PRBS_0:begin
                diff_bit_cnt        = 0;
                prbs31_sync_ready   = 0;
                if(!diff_bit)begin
                    next_state = RECEIVE_PRBS_1;
                end
                else begin
                    next_state = RECEIVE_PRBS_0;
                end
            end
            RECEIVE_PRBS_1:begin
                diff_bit_cnt        = 0;
                prbs31_sync_ready   = 0;
                if(!diff_bit)begin
                    next_state = RECEIVE_PRBS_2;
                end
                else begin
                    next_state = RECEIVE_PRBS_0;
                end
            end
            RECEIVE_PRBS_2:begin
                diff_bit_cnt        = 0;
                prbs31_sync_ready   = 0;
                if(!diff_bit)begin
                    next_state = RECEIVE_PRBS_3;
                end
                else begin
                    next_state = RECEIVE_PRBS_0;
                end
            end
            RECEIVE_PRBS_3:begin
                diff_bit_cnt        = 1;
                prbs31_sync_ready   = 1;
                if(monitor_EN)begin
                    next_state = RECEIVE_PRBS_3;
                end
                else begin
                    next_state = RECEIVE_PRBS_0;
                end
            end
            default:begin
                diff_bit_cnt        = 0;
                prbs31_sync_ready   = 0;
                if(!diff_bit)begin
                    next_state = RECEIVE_PRBS_1;
                end
                else begin
                    next_state = RECEIVE_PRBS_0;
                end
            end
        endcase
    end : FSM
    always_ff @( posedge clk_390p625M or negedge rst_n ) begin : register_data_from_CDR
        if(!rst_n)begin
            data_next_cycle <= '0               ;
            data_curr_cycle <= '0               ;
        end
        else if(monitor_EN)begin
            data_next_cycle <= data_from_CDR    ;
            data_curr_cycle <= data_curr_cycle  ;
        end
        else begin
            data_next_cycle <= data_next_cycle  ;
            data_curr_cycle <= data_curr_cycle  ;
        end
    end:register_data_from_CDR
    always_comb begin : prbs_parallel_caculate
        integer i;
        for (i = 0; i < 64 ; i = i + 1)begin:loop
            if(i < 28)begin
                data_caculated[i] = data_curr_cycle[i + 33] ^ data_curr_cycle[i + 36];
            end
            else if(i < 31)begin
                data_caculated[i] = data_curr_cycle[i + 33] ^ data_curr_cycle[i + 5 ] ^ data_curr_cycle[i + 8];
            end
            else if(i < 56)begin
                data_caculated[i] = data_curr_cycle[i + 2 ] ^ data_curr_cycle[i + 8 ];
            end
            else if(i < 62)begin
                data_caculated[i] = data_curr_cycle[i + 2 ] ^ data_curr_cycle[i - 23] ^ data_curr_cycle[i - 20];
            end
            else begin
                data_caculated[i] = data_curr_cycle[i - 29] ^ data_curr_cycle[i - 26] ^ data_curr_cycle[i - 23] ^ data_curr_cycle[i - 20];
            end
        end:loop
    end: prbs_parallel_caculate
    always_ff @( posedge clk_390p625M or negedge rst_n ) begin : count_different_bits
        if(!rst_n)begin
            diff_bit_cnt <= '0;
        end
        else if(peroid_cnt_overflow)begin
            diff_bit_cnt <= '0;
        end
        else if(diff_bit_cnt_en)begin
            if(diff_bit_cnt == '1)begin:overflow_protect
                diff_bit_cnt <= '1;
            end:overflow_protect
            else begin
                integer i;
                for(i = 0; i < 64 ; i = i + 1)begin:loop
                    diff_bit_cnt <= diff_bit_cnt + diff_bit[i];
                end:loop
            end
        end
        else begin
            diff_bit_cnt <= '0;
        end
    end : count_different_bits
    always_ff @( posedge clk_390p625M or negedge rst_n ) begin : period_counter
        if(!rst_n)begin
            {peroid_cnt_overflow,period_cnt} <= '0;
        end
        else if(monitor_EN)begin
            if(peroid_cnt_overflow == 1)begin
                {peroid_cnt_overflow,period_cnt} <= '0;
            end
            else begin
                {peroid_cnt_overflow,period_cnt} <= {peroid_cnt_overflow,period_cnt} + 1;
            end
        end
        else begin
            {peroid_cnt_overflow,period_cnt} <= '0;
        end
    end : period_counter
    always_ff @( posedge clk_390p625M or negedge rst_n ) begin
        if(!rst_n)begin
            error_bit_count <= '0;
        end
        else if(peroid_cnt_overflow)begin
            error_bit_count <= diff_bit_cnt;
        end
        else begin
            error_bit_count <= error_bit_count;
        end
    end
endmodule
==> run.sh <==
#!/bin/bash
# OpenROAD 26Q1-2900-gdf79404cd8, Yosys 0.63+post, stock flow scripts
make -C /OpenROAD-flow-scripts/flow DESIGN_CONFIG=/design/flow/config.mk WORK_HOME=/design/flow/orfs finish
==> config.mk <==
export PLATFORM = sky130hd
export DESIGN_NAME = ber_monitor
export DESIGN_NICKNAME = ber_monitor
export VERILOG_FILES = /design/flow/design.v
export SDC_FILE = /design/flow/constraint.sdc
export NUM_CORES = 4
export LEC_CHECK = 1
export CORE_UTILIZATION = 50
==> constraint.sdc <==
current_design ber_monitor

set clk_period 3.5
set clk_io_pct 0.2

create_clock -name clk0 -period $clk_period [get_ports {clk_390p625M}]

set non_clock_inputs [all_inputs -no_clocks]
set_input_delay [expr $clk_period * $clk_io_pct] -clock clk0 $non_clock_inputs
set_output_delay [expr $clk_period * $clk_io_pct] -clock clk0 [all_outputs]
==> run summary <==
DR vias -> 1,648
Layout Skew -> 0.00526 ns
Fill cells -> 355
Peak supply drop -> 0.000284 V
Slew Viols, Final -> 0
tool warnings -> 26
clk sink count -> 68
Chip Area, Yosys -> 0.00277 mm^2
layout cells sized above 1 -> 22.1%
CTS tree -> done
WS Path Type -> reg -> out
crit-path cells -> clkdlybuf4s50_1
final tally of hold violations -> 0
Mapped Avg Cell Area -> 14.9 um^2
Crit. End Element -> output pin
Commonest Layout Cell -> dfrtp_1
CTS H-Tree Depth -> 3
Num CTS Buffers -> 9
Storage cell area -> 0.00170 mm^2
CTS resizes -> 0
first-pass GRT wire length -> 8090 um
Netlist Area Pre-Place -> 0.00277 mm^2
FP Rows -> 26
flop2flop setup slack -> 1.74 ns
fin util -> 69.2%
CTS root buffer -> clkbuf_8
count of input and output buffers -> 67
die x size -> 76.5 um
RSZ-0062 raised after global routing -> false
Critical Path Max Stage Delay -> 0.48 ns
pin count of the biggest net entering global routing -> 68
Tmin final -> 1.83 ns
Top-Level Pins -> 78
Max-area cell share -> 60.4%
crit start category -> flip-flop
hold crit path type -> in -> async
number of global-route vias before repair -> 1,799
wire length per cell -> 14.1 um
Multi-input gate area -> 980 um^2
floorplan core density -> 53.0%
Area Growth Syn to Fin -> 30.6%
Die Area -> 0.00585 mm^2
drc violations -> 0
drt pass-1 iters -> 4
setup tns final -> 0 ns
Clock Pin Slew Worst Setup and Hold Paths -> 0.06 ns
status -> finished clean
post-CTS setup buffer count -> 0
# Cells Yosys -> 186
headroom to the max-slew limit -> 45.0%
core area -> 0.00524 mm^2
sequential-to-total area share from yosys stat -> 61.4%
CP bufs+invs -> 1
global route overflow -> 0
antenna violations before repair -> 0
Synth cell types -> 25
Final GP Congestion -> 0.789
vias per cell -> 4.96
Largest cells by area -> dfrtp_1 (60%), mux2_2 (15%), mux2_1 (11%)
Tcrit/Tclk final -> 52.2%
clk buf depth -> 2
#FFs+latches synth -> 68
Initial DRC Count -> 101
hold buffer count at CTS -> 0
worst-margin pin slew -> 0.824 ns
crit-path max FO -> 2
cell leakage power -> 1.48 nW
GRT Total Usage -> 18.2%
Antenna diodes -> 0
synth warn -> 22
CP top delay family -> buffers and inverters
data required time of the critical path -> 2.80 ns
Latency at later pin -> 0.32 ns
max-cap violations -> 0
area leader, netlist -> dfrtp_1
DRT Wirelength -> 4680 um
maximum clock rate -> 0.547 GHz
data arrival time at the worst-slack endpoint -> 1.13 ns
Die H -> 76.5 um
final setup fails -> 0
Worst path slowest cell -> clkdlybuf4s50_1
antenna-violating nets left -> 0
P per Cell Area -> 443 mW/mm^2
Mapped Cells -> 186
HPWL after DPL -> 3400 um
Top Layout Cells -> dfrtp_1 (67), clkdlybuf4s50_1 (65), mux2_2 (36), mux2_1 (28)
-- cells in the mapped netlist (all sizes together) --
master	count
nand2b	2
clkbuf	3
nor4	12
buf	15
nor3	1
a2bb2oi	1
dfstp	1
or4	3
inv	4
o21ai	1
o31ai	3
nand3	2
conb	1
nand2	1
nor2	2
nand4	2
mux2	64
nor4b	1
dfrtp	67
-- cells by family (layout without fill, tap and decap cells) --
logic type / Yosys count / count (layout) / synth area share, %
buffers and inverters: 22 / 89 / 4.51
DFF: 68 / 68 / 61.4
AOI/OAI and AO/OA: 5 / 5 / 1.31
and+or+nand+nor: 26 / 26 / 6.68
muxes: 64 / 64 / 26.0
other: 1 / 10 / 0.135
-- report_power, final --
group	internal, mW	total [mW]	leakage, nW	switching [mW]
Clock	0.275	0.518	0.0844	0.243
Combinational	0.127	0.188	0.605	0.0613
Sequential	0.861	0.899	0.796	0.0387
-- through the flow --
stage	setup WS (ns)	hold slack, ns	power (mW)	instances	instance area (um^2)
2_1_floorplan	1.67	0.404	1.00	195	2810
3_3_place_gp	1.51	0.459	1.09	316	3460
3_5_place_dp	1.49	0.457	1.11	316	3460
4_1_cts	1.65	0.357	1.63	332	3620
5_1_grt	1.64	0.384	1.69	332	3620
6_report	1.67	0.353	1.61	332	3620
-- cell type report --
cell class	count	area share (%)
flip-flops and latches	68	47.0
multi-input cells	105	27.0
repair buffers	69	18.6
clock buffers	14	4.21
well taps	70	2.42
inverters	4	0.414
clock inverters	2	0.276
-- worst reg2reg max path, cell delays in order (launching register included) --
cell and delay (ns):
dfrtp_1 0.39, nor4_2 0.31, nand4_1 0.14, or4_4 0.58
o31ai_1 0.24
-- final timing paths --
| check | start | end | cells past startpoint |
|---|---|---|---|
| setup reg to reg | data_next_cycle[25]$_DFFE_PN0P_ | curr_state[2]$_DFF_PN0_ | 4 |
| setup / recovery | curr_state[1]$_DFF_PN0_ | prbs31_sync_ready | 1 |
| hold / removal | rst_n | data_next_cycle[49]$_DFFE_PN0P_ | 1 |
| max in group asynchronous | rst_n | data_next_cycle[46]$_DFFE_PN0P_ | 2 |
| min in group clk0 | curr_state[1]$_DFF_PN0_ | curr_state[1]$_DFF_PN0_ | 2 |
| hold reg to reg | curr_state[1]$_DFF_PN0_ | curr_state[1]$_DFF_PN0_ | 2 |
-- registers in the layout (all words and copies together) (netlist names) --
register,count
data_next_cycle,64
curr_state,4
-- metal layers --
metal / routed length, um / global-route usage [%] / vias up / share of wire (%)
met3: 188 / 2.80 / 4 / 4.0
met2: 2260 / 28.6 / 44 / 48
met5: 0 / 0 / - / 0
met1: 2200 / 28.9 / 804 / 47
met4: 39 / 3.08 / 0 / 0.83
li1: - / - / 796 / -
Power and IR drop assume default switching activity.

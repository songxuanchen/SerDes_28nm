File: flow/run.sh
#!/bin/bash
# OpenROAD 26Q1-2900-gdf79404cd8, Yosys 0.63+post, stock flow scripts
make -C /OpenROAD-flow-scripts/flow DESIGN_CONFIG=/design/flow/config.mk WORK_HOME=/design/flow/orfs finish
File: flow/config.mk
export PLATFORM = sky130hd
export DESIGN_NAME = crc10
export DESIGN_NICKNAME = crc10
export VERILOG_FILES = /design/flow/design.v
export SDC_FILE = /design/flow/constraint.sdc
export NUM_CORES = 4
export LEC_CHECK = 1
export CORE_UTILIZATION = 40
File: flow/constraint.sdc
current_design crc10

set clk_period 6.1
set clk_io_pct 0.2

create_clock -name clk0 -period $clk_period [get_ports {clk_390p625M}]

set non_clock_inputs [all_inputs -no_clocks]
set_input_delay [expr $clk_period * $clk_io_pct] -clock clk0 $non_clock_inputs
set_output_delay [expr $clk_period * $clk_io_pct] -clock clk0 [all_outputs]
File: flow/design.v
module crc10(
    input wire          clk_390p625M    ,
    input wire          rst_n           ,
    input wire          crc10_en        ,
    input wire [61:0]   crc10_data_in   ,
    input wire          frame_tail_flag ,
    output reg [21:0]   error_packet_cnt,
    output reg          check_result
);
    reg [9:0]           group1_lfsr_q ;
    reg [9:0]           group2_lfsr_q ;
    reg [9:0]           group3_lfsr_q ;
    reg [9:0]           group4_lfsr_q ;
    wire [9:0]          group1_crc_out;
    wire [9:0]          group2_crc_out;
    wire [9:0]          group3_crc_out;
    wire [9:0]          group4_crc_out;
    wire [14:0]         group1_data_in;
    wire [14:0]         group2_data_in;
    wire [15:0]         group3_data_in;
    wire [15:0]         group4_data_in;
    reg                 delay_frame_tail_flag;
    assign group1_data_in = (frame_tail_flag)?(crc10_data_in[61:47])                            :(crc10_data_in[61:47])  ;
    assign group2_data_in = (frame_tail_flag)?({crc10_data_in[46:44],crc10_data_in[33:24],2'b0}):(crc10_data_in[46:32])  ;
    assign group3_data_in = (frame_tail_flag)?({crc10_data_in[23:14],6'b0})                     :(crc10_data_in[31:16])  ;
    assign group4_data_in = (frame_tail_flag)?({crc10_data_in[13: 4],6'b0})                     :(crc10_data_in[15: 0])  ;
    always_ff @( posedge clk_390p625M or negedge rst_n ) begin
        if(!rst_n)begin
            delay_frame_tail_flag <= 1'b0;
        end
        else begin
            delay_frame_tail_flag <= frame_tail_flag;
        end
    end
    always_ff @( posedge clk_390p625M or negedge rst_n ) begin
        if(!rst_n)begin
            group1_lfsr_q <= '0;
            group2_lfsr_q <= '0;
            group3_lfsr_q <= '0;
            group4_lfsr_q <= '0;
        end
        else if(crc10_en)begin
            group1_lfsr_q <= group1_crc_out ;
            group2_lfsr_q <= group2_crc_out ;
            group3_lfsr_q <= group3_crc_out ;
            group4_lfsr_q <= group4_crc_out ;
        end
        else begin
            group1_lfsr_q <= '0  ;
            group2_lfsr_q <= '0  ;
            group3_lfsr_q <= '0  ;
            group4_lfsr_q <= '0  ;
        end
    end
    crc10_15bit group1_crc10_15bit(
        .data_in  ( group1_data_in  ),
        .lfsr_q   ( group1_lfsr_q   ),
        .crc_out  ( group1_crc_out  )
    );
    crc10_15bit group2_crc10_15bit(
        .data_in  ( group2_data_in  ),
        .lfsr_q   ( group2_lfsr_q   ),
        .crc_out  ( group2_crc_out  )
    );
    crc10_16bit group3_crc10_16bit(
        .data_in  ( group3_data_in  ),
        .lfsr_q   ( group3_lfsr_q   ),
        .crc_out  ( group3_crc_out  )
    );
    crc10_16bit group4_crc10_16bit(
        .data_in  ( group4_data_in  ),
        .lfsr_q   ( group4_lfsr_q   ),
        .crc_out  ( group4_crc_out  )
    );
    always_ff @( posedge clk_390p625M or negedge rst_n ) begin
        if(!rst_n)begin
            check_result        <= '1   ;
            error_packet_cnt    <= '0   ;
        end
        else if(delay_frame_tail_flag)begin
            if(group1_crc_out != crc10_data_in[43:34])begin
                check_result        <= '0   ;
                if(error_packet_cnt == '1)begin
                    error_packet_cnt <= '1;
                end
                else begin
                    error_packet_cnt <= error_packet_cnt + 1;
                end
            end
            else if(group2_crc_out != '0)begin
                check_result        <= '0   ;
                if(error_packet_cnt == '1)begin
                    error_packet_cnt <= '1;
                end
                else begin
                    error_packet_cnt <= error_packet_cnt + 1;
                end
            end
            else if(group3_crc_out != '0)begin
                check_result        <= '0   ;
                if(error_packet_cnt == '1)begin
                    error_packet_cnt <= '1;
                end
                else begin
                    error_packet_cnt <= error_packet_cnt + 1;
                end
            end
            else if(group4_crc_out != '0)begin
                check_result        <= '0   ;
                if(error_packet_cnt == '1)begin
                    error_packet_cnt <= '1;
                end
                else begin
                    error_packet_cnt <= error_packet_cnt + 1;
                end
            end
            else begin
                check_result        <= 'b1;
                error_packet_cnt    <= error_packet_cnt;
            end
        end
        else begin
            check_result        <= check_result     ;
            error_packet_cnt    <= error_packet_cnt ;
        end
    end
endmodule
module crc10_15bit (
    input wire [14:0]   data_in ,
    input wire [9:0]    lfsr_q  ,
    output wire [9:0]   crc_out
);
    logic [9:0]   lfsr_c;
    assign crc_out = lfsr_c;
    always_comb begin
        lfsr_c[0] = lfsr_q[4] ^ data_in[0] ^ data_in[1] ^ data_in[2] ^ data_in[3] ^ data_in[4]  ^ data_in[9] ;
        lfsr_c[1] = lfsr_q[0] ^ lfsr_q[4]  ^ lfsr_q[5]  ^ data_in[0] ^ data_in[5] ^ data_in[9]  ^ data_in[10];
        lfsr_c[2] = lfsr_q[1] ^ lfsr_q[5]  ^ lfsr_q[6]  ^ data_in[1] ^ data_in[6] ^ data_in[10] ^ data_in[11];
        lfsr_c[3] = lfsr_q[2] ^ lfsr_q[6]  ^ lfsr_q[7]  ^ data_in[2] ^ data_in[7] ^ data_in[11] ^ data_in[12];
        lfsr_c[4] = lfsr_q[3] ^ lfsr_q[4]  ^ lfsr_q[7]  ^ lfsr_q[8]  ^ data_in[0] ^ data_in[1]  ^ data_in[2] ^ data_in[4]  ^ data_in[8]  ^ data_in[9] ^ data_in[12] ^ data_in[13];
        lfsr_c[5] = lfsr_q[0] ^ lfsr_q[5]  ^ lfsr_q[8]  ^ lfsr_q[9]  ^ data_in[0] ^ data_in[4]  ^ data_in[5] ^ data_in[10] ^ data_in[13] ^ data_in[14];
        lfsr_c[6] = lfsr_q[0] ^ lfsr_q[1]  ^ lfsr_q[6]  ^ lfsr_q[9]  ^ data_in[1] ^ data_in[5]  ^ data_in[6] ^ data_in[11] ^ data_in[14] ;
        lfsr_c[7] = lfsr_q[1] ^ lfsr_q[2]  ^ lfsr_q[7]  ^ data_in[2] ^ data_in[6] ^ data_in[7]  ^ data_in[12];
        lfsr_c[8] = lfsr_q[2] ^ lfsr_q[3]  ^ lfsr_q[8]  ^ data_in[3] ^ data_in[7] ^ data_in[8]  ^ data_in[13];
        lfsr_c[9] = lfsr_q[3] ^ lfsr_q[9]  ^ data_in[0] ^ data_in[1] ^ data_in[2] ^ data_in[3]  ^ data_in[8] ^ data_in[14] ;
    end
endmodule
module crc10_16bit (
    input wire [15:0]   data_in ,
    input wire [9:0]    lfsr_q  ,
    output wire [9:0]    crc_out
);
    logic [9:0]   lfsr_c  ;
    assign crc_out = lfsr_c;
    always_comb begin
        lfsr_c[0] = lfsr_q[3] ^ lfsr_q[9] ^ data_in[0] ^ data_in[1] ^ data_in[2] ^ data_in[3]  ^ data_in[4]  ^ data_in[9]  ^ data_in[15] ;
        lfsr_c[1] = lfsr_q[3] ^ lfsr_q[4] ^ lfsr_q[9]  ^ data_in[0] ^ data_in[5] ^ data_in[9]  ^ data_in[10] ^ data_in[15] ;
        lfsr_c[2] = lfsr_q[0] ^ lfsr_q[4] ^ lfsr_q[5]  ^ data_in[1] ^ data_in[6] ^ data_in[10] ^ data_in[11] ;
        lfsr_c[3] = lfsr_q[1] ^ lfsr_q[5] ^ lfsr_q[6]  ^ data_in[2] ^ data_in[7] ^ data_in[11] ^ data_in[12] ;
        lfsr_c[4] = lfsr_q[2] ^ lfsr_q[3] ^ lfsr_q[6]  ^ lfsr_q[7]  ^ lfsr_q[9]  ^ data_in[0]  ^ data_in[1]  ^ data_in[2]  ^ data_in[4]  ^ data_in[8]  ^ data_in[9] ^ data_in[12] ^ data_in[13] ^ data_in[15];
        lfsr_c[5] = lfsr_q[4] ^ lfsr_q[7] ^ lfsr_q[8]  ^ lfsr_q[9]  ^ data_in[0] ^ data_in[4]  ^ data_in[5]  ^ data_in[10] ^ data_in[13] ^ data_in[14] ^ data_in[15];
        lfsr_c[6] = lfsr_q[0] ^ lfsr_q[5] ^ lfsr_q[8]  ^ lfsr_q[9]  ^ data_in[1] ^ data_in[5]  ^ data_in[6]  ^ data_in[11] ^ data_in[14] ^ data_in[15] ;
        lfsr_c[7] = lfsr_q[0] ^ lfsr_q[1] ^ lfsr_q[6]  ^ lfsr_q[9]  ^ data_in[2] ^ data_in[6]  ^ data_in[7]  ^ data_in[12] ^ data_in[15] ;
        lfsr_c[8] = lfsr_q[1] ^ lfsr_q[2] ^ lfsr_q[7]  ^ data_in[3] ^ data_in[7] ^ data_in[8]  ^ data_in[13] ;
        lfsr_c[9] = lfsr_q[2] ^ lfsr_q[8] ^ lfsr_q[9]  ^ data_in[0] ^ data_in[1] ^ data_in[2]  ^ data_in[3]  ^ data_in[8]  ^ data_in[14] ^ data_in[15] ;
    end
endmodule
==> flow_summary.json <==
{
  "outcome": "complete, no violations",
  "root_buffer": "clkbuf_16",
  "grt_util_met3": 0.0344,
  "place.gp.congestion": 0.918,
  "grt_overflow_total": 0,
  "async_flop_share": 1.00,
  "yosysUniqueCellTypes": 44,
  "worst_path_largest_cell_delay_ps": 720,
  "final_max_slew_viol_count": 0,
  "yosysWarnings": 3,
  "hold_end": "check_result$_DFFE_PN1P_",
  "cts_tree": "yes",
  "flop_cell": "dfrtp_1",
  "layout.area.comb_um2": 3650,
  "ys_cells": 518,
  "top_cells_by_count": "101 x xnor2_1, 63 x dfrtp_1, 53 x xor2_1",
  "remaining_drc_errors": 0,
  "syn_area_um2": 5410,
  "ff_latch_area_um2": 1600,
  "die_h_um": 118,
  "avgSynthCellArea_um2": 10.4,
  "worst-path-stages": 12,
  "synth_chip_area_um2": 5410,
  "hold_depth": 2,
  "chipArea_um2": 14000,
  "r2r_end": "error_packet_cnt[9]$_DFFE_PN0P_",
  "fin_crit_sh": 0.830,
  "wire_per_inst_um": 16.0,
  "cts_htree_levels": 3,
  "min_from": "check_result$_DFFE_PN1P_",
  "cp_max_fo": 32,
  "met2_usage": 0.293,
  "rr_startpoint": "group3_lfsr_q[9]$_DFF_PN0_",
  "max_freq_ghz": 0.198,
  "grt_use_met1": 0.297,
  "fp_util": 0.409,
  "finalSetupTns_ps": 0,
  "top_cells_by_area": "dfrtp_1 29%, xnor2_1 16%, xnor3_1 9.6%",
  "diodes": 0,
  "cts_made_buffers": 9,
  "cp_common_cell": "buf_4",
  "ant_nets": 0,
  "start_kind": "input pin",
  "wirelength_um": 12500,
  "crit_type": "in2reg",
  "cts_buffer_depth": 2,
  "min_period_ps": 5060,
  "area_growth_pct": 23.3,
  "synth.most_common_cell": "xnor2_1",
  "clock-sinks": 64,
  "track_usage": 0.190,
  "skew_ps": 6.52,
  "grt_max_degree": 41,
  "grt_antenna_before_repair": 0,
  "critPathBufInv": 3,
  "rows": 42,
  "syn-instance-count": 518,
  "vdd_ir_drop_max_mv": 0.179,
  "hold_buffers": 0,
  "clkTransAtPathRegs_ps": 60,
  "power.leakage_nw": 2.94,
  "crit_path_cell_trace": "buf_2 -> buf_4 -> buf_4 -> mux2i_1 -> xor3_1 -> o21a_1 -> nor4_1 -> o2111ai_1 -> a2111o_1 -> or3_1 -> nand4_1 -> mux2_2",
  "crit_arrival_ps": 5270,
  "edf_count": 0,
  "ys_ff": 64,
  "core_area_um2": 13200,
  "firstDrtPassIters": 6,
  "slew_headroom": 0.408,
  "warning_count": 25,
  "grt_pass1_vias": 3803,
  "tightest_slew_ps": 888,
  "p_per_area_nw_per_um2": 448,
  "finalNonFillerCells": 778,
  "synth_top_cell_by_area": "dfrtp_1",
  "hold_violations": 0,
  "rsz0062_at_grt": "no",
  "grt_pass1_wl_um": 20300,
  "reg2reg_slack_ps": 2450,
  "setup_viol": 0,
  "worstPathRequired_ps": 6310,
  "yosys.stat.seqShare": 0.296,
  "critPathCaptureType": "flop",
  "vias": 3924,
  "drt-initial-drc-count": 233,
  "cts_resized": 0,
  "io_pins": 89,
  "drive_gt1_frac": 0.0598,
  "critical_path.top_delay_family": "simple AND/OR/NAND/NOR gates",
  "post_cts.repair.setup_buffers": 0,
  "vias_per_cell": 5.04,
  "grt.busiest_layer": "met1",
  "dp_hpwl_um": 9490,
  "fill_cells": 1197,
  "cap_violations": 0,
  "min_path_type": "reg2reg",
  "worst_path_max_delay_cell": "or3_1",
  "port_buffers": 88,
  "clk_latency_ps": 330,
  "synth_top_area_share": 0.291,
  "rr_worst_depth": 9,
  "die_width_um": 118,
  "dp.cells": 762
}
[sequential cells by signal (all words and copies together) (netlist names)]
register	flops
group3_lfsr_q	10
group2_lfsr_q	10
group4_lfsr_q	10
group1_lfsr_q	10
check_result	1
error_packet_cnt	22
delay_frame_tail_flag	1
[report_power, final]
part	leakage, nW	switching (mW)	internal [mW]
Clock	0.128	0.191	0.284
Combinational	1.99	0.805	1.05
Sequential	0.830	0.103	0.560
Total	2.94	1.10	1.89
[worst register-to-register path, cell delays in order, from the launching register on]
cell and delay (ps):
dfrtp_1 430, xnor2_1 340, xor3_1 430, o21a_1 140, nor4_1 330, o2111ai_1 180, a2111o_1 360, or3_1 720
nand4_1 260, mux2_2 350
[layout make-up]
cell class / instances / share of cell area
flip-flops and latches: 64 / 0.240
well taps: 176 / 0.0330
inverters: 4 / 0.00225
clock buffers: 11 / 0.0364
multi-input cells: 425 / 0.547
clock inverters: 5 / 0.00487
repair buffers: 93 / 0.136
[placed cells by master, fill, tap and decap left out, drive strengths merged, types with 2 or more instances in the layout]
| cell | n |
|---|---|
| and2 | 37 |
| mux2i | 32 |
| nand3 | 11 |
| and4 | 3 |
| xnor3 | 23 |
| inv | 4 |
| xor2 | 55 |
| xnor2 | 102 |
| and3 | 8 |
| nor2b | 6 |
| dfrtp | 63 |
| nor3 | 4 |
| clkinv | 2 |
| clkinvlp | 3 |
| a31oi | 14 |
| o21a | 3 |
| xor3 | 9 |
| buf | 7 |
| nand4 | 9 |
| nand2b | 5 |
| clkdlybuf4s50 | 86 |
| o21ai | 21 |
| nand2 | 35 |
| clkbuf | 11 |
| mux2 | 9 |
| a21oi | 8 |
| or3 | 2 |
| and4b | 2 |
| nor4 | 6 |
| nor2 | 13 |
[cells by family (layout without fill, tap and decap cells)]
family          after synthesis  in the layout  share of synthesized area
compound gates               51             51                     0.0566
xor+xnor                    189            189                      0.394
fa+ha+maj                     1              1                    0.00231
flops                        64             64                      0.296
buf+inv                      29            113                     0.0287
mux                          41             41                     0.0786
simple gates                143            143                      0.144
[through the flow]
| stage | utilization | cell area [um^2] | hold slack (ps) | power [mW] | setup slack [ps] |
|---|---|---|---|---|---|
| floorplan | - | 5410 | 441 | 2.12 | 1960 |
| global placement | 0.483 | 6400 | 472 | 2.52 | 749 |
| detailed placement | 0.483 | 6400 | 473 | 2.52 | 676 |
| CTS | 0.504 | 6680 | 481 | 3.02 | 1020 |
| global route | 0.504 | 6680 | 499 | 3.20 | 703 |
| finish | 0.504 | 6680 | 480 | 2.99 | 1040 |
[metal layers]
| layer | routed length [um] | part of all wire |
|---|---|---|
| met2 | 5780 | 0.46 |
| met5 | 0 | 0 |
| met4 | 161 | 0.013 |
| met1 | 5970 | 0.48 |
| met3 | 552 | 0.044 |
[worst max path at each step]
| stage | from | end |
|---|---|---|
| 4_1_cts | frame_tail_flag | error_packet_cnt[21]$_DFFE_PN0P_ |
| 5_1_grt | frame_tail_flag | error_packet_cnt[21]$_DFFE_PN0P_ |
| 6_report | frame_tail_flag | error_packet_cnt[9]$_DFFE_PN0P_ |
No activity file was given, so power comes from the tool's default toggle rates.
